## design.v

```verilog
module T11(
  input reset,
  input clk,
  output [15:0] addr,
  input [15:0] din,
  output [15:0] dout,
  output wr_n,
  output reg [8:0] microrom_addr,
  input [26:0] microrom_data
);
localparam na    = 4'h0;
localparam sel_a = 4'h0;  
localparam sel_b = 4'h1;  
localparam coma  = 4'h2;  
localparam adc_d = 4'h3;  
localparam adec  = 4'h4;  
localparam ainc  = 4'h5;  
localparam axorb = 4'h6;  
localparam aandb = 4'h7;  
localparam asifd = 4'h8;  
localparam alsfb = 4'h9;  
localparam aplsb = 4'ha;  
localparam aplb1 = 4'hb;  
localparam amnsb = 4'hc;  
localparam amns1 = 4'he;  
localparam mask  = 4'hf;  
localparam nwr = 2'b00;  
localparam wra = 2'b01;  
localparam wrb = 2'b10;  
localparam wen = 2'b11;  
localparam inc = 4'h0;  
localparam jmp = 4'h1;  
localparam jz  = 4'h2;  
localparam jnz = 4'h3;  
localparam jc  = 4'h4;  
localparam jnc = 4'h5;  
localparam js  = 4'h6;  
localparam jns = 4'h7;  
localparam cal = 4'h8;  
localparam ret = 4'h9;  
localparam cip = 4'ha;  
localparam csd = 4'hb;  
localparam cdd = 4'hc;  
localparam next = 13'h0;  
localparam sp_r0 = 4'h0;  
localparam sp_r1 = 4'h1;  
localparam sp_r2 = 4'h2;  
localparam sp_r3 = 4'h3;  
localparam sp_r4 = 4'h4;  
localparam sp_r5 = 4'h5;  
localparam sp_sp = 4'h6;  
localparam sp_pc = 4'h7;  
localparam sp_w1 = 4'h8;  
localparam sp_sc = 4'h9;  
localparam sp_di = 4'ha;  
localparam sp_dt = 4'hb;  
localparam sp_ir = 4'hc;  
localparam sp_ab = 4'hd;  
localparam sp_s1 = 4'he;  
localparam sp_s2 = 4'hf;  
localparam ps_carry    = 2'd0;
localparam ps_overflow = 2'd1;
localparam ps_zero     = 2'd2;
localparam ps_neg      = 2'd3;
reg [15:0] MR;   
reg [15:0] SP[15:0];  
wire [15:0] IR = SP[sp_ir];
wire       i6 = IR[15];
wire [2:0] i5 = IR[14:12];
wire [2:0] i4 = IR[11:9];
wire [3:0] i3 = IR[8:6];
wire [2:0] i2 = IR[5:3];
wire [3:0] i1 = IR[2:0];
wire [3:0] ALU_OPE   = microrom_data[26:23];  
wire [3:0] ALU_ASL   = microrom_data[22:19];  
wire [3:0] ALU_BSL   = microrom_data[18:15];  
wire [1:0] ALU_WB    = microrom_data[14:13];  
wire [3:0] MW_P1     = microrom_data[12:9];   
wire [8:0] MW_SEQ    = microrom_data[8:0];    
wire [8:0] ivect = i5 != 0 ? { i5, 6'd0 } : { 3'b0, i4, 3'd0 };
wire [8:0] next_seq =
  MW_P1 == cip ? ivect :
  MW_P1 == csd ? { 1'b1, i5 ? i4 : i2, 5'h0 } :  
  MW_P1 == cdd ? { 1'b1, i2, 5'h10 } :
  MW_P1 == ret ? SP[sp_s1] :
  MW_P1 == jmp || MW_P1 == cal  ? MW_SEQ :
  MW_P1 == jz  &  PSW[ps_zero]  ? MW_SEQ :
  MW_P1 == jnz & ~PSW[ps_zero]  ? MW_SEQ :
  MW_P1 == jc  &  PSW[ps_carry] ? MW_SEQ :
  MW_P1 == jnc & ~PSW[ps_carry] ? MW_SEQ :
  MW_P1 == js  &  PSW[ps_neg]   ? MW_SEQ :
  MW_P1 == jns & ~PSW[ps_neg]   ? MW_SEQ : microrom_addr + 9'd1;
wire call = MW_P1 == cip || MW_P1 == csd || MW_P1 == cdd || MW_P1 == cal;
assign addr = ALU_BSL == sp_ab ? AOUT : 16'd0;
assign dout = ALU_BSL == sp_ab ? SP[sp_w1] : 16'd0;
assign wr_n = ALU_WB == wen ? 1'b0 : 1'b1;
wire [15:0] AIN =
  ALU_ASL == sp_sc ? SP[i5 ? i3 : i1] :  
  ALU_ASL == sp_dt ? SP[i1] : SP[ALU_ASL];
wire [15:0] BIN =
  ALU_BSL == sp_sc ? SP[i5 ? i3 : i1] :  
  ALU_BSL == sp_dt ? SP[i1] : SP[ALU_BSL];
wire updateflags =
  ALU_OPE == aplsb |
  ALU_OPE == amnsb |
  ALU_OPE == amns1;
reg [15:0] PSW;
always @(posedge clk)
  if (updateflags)
    PSW <= {
      12'd0,
      AOUT[15],       
      AOUT == 15'd0,  
      1'b0,           
      AC              
    };
wire [15:0] winc = i6 && i1 != sp_pc && i1 != sp_sp ? 16'd1 : 16'd2;
wire AC;
wire [15:0] AOUT;
assign { AC, AOUT } =
  ALU_OPE == sel_a ? AIN :
  ALU_OPE == sel_b ? BIN :
  ALU_OPE == aplsb ? AIN + BIN :
  ALU_OPE == amnsb ? AIN - BIN :
  ALU_OPE == ainc ? AIN + winc :
  ALU_OPE == adec ? AIN - winc :
  ALU_OPE == amns1 ? AIN - 16'd1 :
  ALU_OPE == mask ? 16'hf :
  ALU_OPE == aandb ? AIN & BIN :
  ALU_OPE == coma ? ~AIN :
  ALU_OPE == aplb1 ? AIN + BIN + 16'd1 : 17'd0;
wire [3:0] AWB = ALU_ASL == sp_sc ? i3 : ALU_ASL == sp_dt ? i1 : ALU_ASL;
wire [3:0] BWB = ALU_BSL == sp_sc ? i3 : ALU_BSL == sp_dt ? i1 : ALU_BSL;
reg started, powered;
always @(posedge clk) begin
  if (reset) begin
    powered <= 1'b1;
    microrom_addr <= 9'h1ff;
    SP[sp_ir] <= 16'd0;
    MR <= din;
    SP[sp_pc] <=
      (MR[15:13] == 3'd0 ? 16'hc000 : 16'd0) |
      (MR[15:13] == 3'd1 ? 16'h8000 : 16'd0) |
      (MR[15:13] == 3'd3 ? 16'h2000 : 16'd0) |
      (MR[15:13] == 3'd2 ? 16'h4000 : 16'd0) |
      (MR[15:13] == 3'd4 ? 16'h1000 : 16'd0) |
      (MR[15:13] == 3'd5 ? 16'h0000 : 16'd0) |
      (MR[15:13] == 3'd6 ? 16'hf600 : 16'd0) |
      (MR[15:13] == 3'd7 ? 16'hf400 : 16'd0);
    if (started) SP[sp_pc][2] <= 1'b1;
  end
  else begin
    started <= powered;
    microrom_addr <= next_seq;
    SP[sp_di] <= din;
    if (ALU_WB[0]) SP[AWB] <= { i6 ? SP[AWB][15:8] : AOUT[15:8], AOUT[7:0] };
    if (ALU_WB[1]) SP[BWB] <= { i6 ? SP[BWB][15:8] : AOUT[15:8], AOUT[7:0] };
    if (call) { SP[sp_s2], SP[sp_s1] } <= { SP[sp_s1], {7'd0, microrom_addr+9'd1}};
    if (MW_P1 == ret) { SP[sp_s2], SP[sp_s1] } <= { 16'd0, SP[sp_s2] };
  end
end
wire [15:0] debug_sp0 = SP[4'h0];
wire [15:0] debug_sp1 = SP[4'h1];
wire [15:0] debug_sp2 = SP[4'h2];
wire [15:0] debug_sp3 = SP[4'h3];
wire [15:0] debug_sp4 = SP[4'h4];
wire [15:0] debug_sp5 = SP[4'h5];
wire [15:0] debug_sp6 = SP[4'h6];
wire [15:0] debug_sp7 = SP[4'h7];
wire [15:0] debug_sp8 = SP[4'h8];
wire [15:0] debug_sp9 = SP[4'h9];
wire [15:0] debug_spa = SP[4'ha];
wire [15:0] debug_spb = SP[4'hb];
wire [15:0] debug_spc = SP[4'hc];
wire [15:0] debug_spd = SP[4'hd];
wire [15:0] debug_spe = SP[4'he];
wire [15:0] debug_spf = SP[4'hf];
endmodule
```

## run.sh

```bash
#!/bin/bash
# OpenROAD 26Q1-2900-gdf79404cd8, Yosys 0.63+post, stock flow scripts
make -C /OpenROAD-flow-scripts/flow DESIGN_CONFIG=/design/flow/config.mk WORK_HOME=/design/flow/orfs finish
```

## config.mk

```make
export PLATFORM = sky130hd
export DESIGN_NAME = T11
export DESIGN_NICKNAME = T11
export VERILOG_FILES = /design/flow/design.v
export SDC_FILE = /design/flow/constraint.sdc
export NUM_CORES = 4
export LEC_CHECK = 1
export CORE_UTILIZATION = 40
```

## constraint.sdc

```tcl
current_design T11

set clk_period 20.5
set clk_io_pct 0.2

create_clock -name clk0 -period $clk_period [get_ports {clk}]

set non_clock_inputs [all_inputs -no_clocks]
set_input_delay [expr $clk_period * $clk_io_pct] -clock clk0 $non_clock_inputs
set_output_delay [expr $clk_period * $clk_io_pct] -clock clk0 [all_outputs]
```

==> flow_metrics.env <==
# yosys + openroad results
export IMPL_status="completed"
export IMPL_synthSimpleGateAreaFrac_pct=15.37
export IMPL_crit_required_ps=16400
export IMPL_yosysSeqAreaShare_pct=35.35
export IMPL_boundaryPins=87
export IMPL_finalClockSkew_ps=20.03
export IMPL_global_route_overflow_total=0
export IMPL_synth_async_sr_flop_share_pct=0
export IMPL_maximum_number_of_pins_on_one_net_before_global_route_repair=48
export IMPL_synthCells=2090
export IMPL_cap_violations=0
export IMPL_drtIter0Drc=1736
export IMPL_reg2reg_slack_ps=12030
export IMPL_final_layout_size_suffix_gt1_share_pct=18.68
export IMPL_floorplan_die_area_sq_um=54450
export IMPL_clock_latency_late_pin_ps=580
export IMPL_setup_viol_count_final=0
export IMPL_ff2ff_path_depth=23
export IMPL_track_usage_pct=35.91
export IMPL_width_of_the_die_microns=233.3
export IMPL_synth_chip_area_sq_um=21410
export IMPL_hold_path_cell_count=2
export IMPL_avgViaCountPerCell=6.651
export IMPL_fmaxAchievable_ghz=0.06374
export IMPL_flop_cell="sky130_fd_sc_hd__edfxtp_1"
export IMPL_detailedPlacementHpwl_microns=68640
export IMPL_post_synth_cell_area_avg_sq_um=10.24
export IMPL_routed_via_count=19140
export IMPL_die_y_microns=233.3
export IMPL_first_global_vias=18960
export IMPL_synth_distinct_cells=102
export IMPL_layout_top_cell="sky130_fd_sc_hd__edfxtp_1"
export IMPL_pin_slew_with_the_least_headroom_to_its_limit_ps=933.1
export IMPL_layout_area_overhead_vs_synth_pct=13.31
export IMPL_tritoncts_clock_tree="yes"
export IMPL_critical_path_peak_fanout=44
export IMPL_max_clock_path_buffers=3
export IMPL_crit_path_frequent_cell="sky130_fd_sc_hd__inv_1"
export IMPL_crit_chain="buf_2 -> buf_4 -> inv_1 -> nor2_1 -> a221o_1 -> a31o_2 -> inv_1 -> ha_1 -> inv_1 -> fa_1 -> nor2b_1 -> o31a_1 -> o21ai_0 -> nand2b_1 -> a221oi_1 -> nor3_1 -> nor3_1 -> o31ai_1 -> or3_1 -> o41ai_1 -> a211oi_1 -> a211o_1 -> nor2_1 -> clkdlybuf4s50_1"
export IMPL_critical_path_class="primary input to output pin"
export IMPL_cts_setup_buffers=0
export IMPL_cts_resized_gates=0
export IMPL_crit_reg2reg_capture="PSW[2]"
export IMPL_synth_area_sq_um=21410
export IMPL_xor_area_share_pct=2.332
export IMPL_warnings=43
export IMPL_antenna_found_initial=2
export IMPL_place_port_buffers=86
export IMPL_design_core_area_sq_um=52760
export IMPL_dpl_instance_area_sq_um=23300
export IMPL_global_route_wire_length_before_repair_microns=131500
export IMPL_route_detailed_drc=0
export IMPL_timing_critical_path_max_delay_family="AND-OR/OR-AND gates"
export IMPL_finalHoldViolations=0
export IMPL_timing_rr_start="SP[12][14]"
export IMPL_path_buffers=6
export IMPL_route_detailed_wl_per_inst_microns=31.52
export IMPL_critical_path_max_stage_delay_ps=700
export IMPL_final_antenna_net_count=0
export IMPL_drt_pre_antenna_iters=24
export IMPL_power_static_leakage_nw=8.569
export IMPL_number_of_synthesized_flops_with_an_enable_pin=246
export IMPL_layout_cell_area_non_filler_sq_um=24260
export IMPL_clock_tree_root_cell="sky130_fd_sc_hd__clkbuf_16"
export IMPL_finalCritPeriodShare_pct=76.53
export IMPL_final_max_slew_violation_count=0
export IMPL_post_synth_fa_ha_maj_area_fraction_pct=2.654
export IMPL_pre_cts_slack_ps=5118
export IMPL_setup_worst_path_start_class="primary input"
export IMPL_synthAoiAreaFrac_pct=17.55
export IMPL_power_ir_vdd_worst_v=0.00005684
export IMPL_ys_warnings_count=1
export IMPL_wirelength_microns=90710
export IMPL_min_delay_start="SP[15][10]"
export IMPL_gpl_final_weighted_congestion=1.053
export IMPL_data_arrival_critical_path_ps=11590
export IMPL_period_needed_ps=15690
export IMPL_synth_flop_count=255
export IMPL_floorplan_core_util_pct=40.57
export IMPL_worst_slew_margin_rel_pct=37.26
export IMPL_yosys_mux_area_fraction_pct=21.81
export IMPL_cts_sinks=255
export IMPL_cts_htree_levels=1
export IMPL_cts_buffers=29
export IMPL_synth_top_cells_by_area="sky130_fd_sc_hd__edfxtp_1 (35%), sky130_fd_sc_hd__mux4_2 (16%), sky130_fd_sc_hd__nand2_1 (3.6%)"
export IMPL_rows=84
export IMPL_synth_top_cell_by_area="sky130_fd_sc_hd__edfxtp_1"
export IMPL_power_per_cell_area_nw_per_um2=74.25
export IMPL_post_synth_top_area_fraction_pct=34.51
export IMPL_final_cell_mix="sky130_fd_sc_hd__edfxtp_1 (246), sky130_fd_sc_hd__nand2_1 (206), sky130_fd_sc_hd__nor2_1 (163)"
export IMPL_utilization_pct=45.98
export IMPL_largest_combinational_cell_category_by_area="multiplexers"
export IMPL_timing_setup_tns_ps=0
export IMPL_cts_hold_fix_buffers=0
export IMPL_unrepaired_setup_endpoints_after_global_routing="false"
export IMPL_setup_ws_ps=4811
export IMPL_worst_setup_hold_path_clk_slew_ps=70
export IMPL_min_to="SP[14][10]"
export IMPL_timing_critical_path_to_type="output pin"
export IMPL_holdCritPathClass="flip-flop to flip-flop"
export IMPL_yosysCellCount=2090
export IMPL_timing_critical_path_slowest_stage_cell="sky130_fd_sc_hd__a221oi_1"
area by class of cell:
cell class                 instances  area [sq um]
antenna                            1         2.502
multi-input combinational       1600         12890
clock inverter                    17         181.4
timing repair buffer             195          1662
clock buffer                      36         772.0
sequential                       255          7567
inverter                          86         322.8
tap                              688         860.8
fill                            4910         28500
sequential cells by signal (all words and copies together), names as in the netlist:
| name | count |
|---|---|
| microrom_addr | 9 |
| PSW | 3 |
| MR | 3 |
| SP | 240 |
how the worst max path moves through the flow:
stage,from,to,cells after the start
finish,microrom_data[20],addr[15],24
global route,microrom_data[20],addr[15],24
CTS,microrom_data[20],addr[15],24
cell families (layout without fill, tap and decap cells):
| family | count (synthesis) | count (layout) |
|---|---|---|
| multiplexers | 267 | 267 |
| buffers and inverters | 250 | 334 |
| other | 1 | 17 |
| adder cells (fa/ha/maj) | 43 | 43 |
| AND/OR/NAND/NOR | 678 | 678 |
| AND-OR/OR-AND | 539 | 539 |
| flip-flops | 255 | 255 |
| XOR/XNOR | 57 | 57 |
power breakdown:
group	leakage [nW]	internal [W]	switching (W)
clock	0.466	0.000306	0.000221
sequential	2.38	0.000619	0.0000258
combinational	5.72	0.000227	0.000402
synthesized netlist by cell type, types with 10 or more instances:
cell	instances
sky130_fd_sc_hd__inv_1	82
sky130_fd_sc_hd__a221oi_1	19
sky130_fd_sc_hd__nand4_1	16
sky130_fd_sc_hd__buf_2	46
sky130_fd_sc_hd__xnor2_1	39
sky130_fd_sc_hd__or3_1	11
sky130_fd_sc_hd__ha_1	39
sky130_fd_sc_hd__nor2b_1	32
sky130_fd_sc_hd__o31ai_1	15
sky130_fd_sc_hd__and3_1	27
sky130_fd_sc_hd__and2_1	33
sky130_fd_sc_hd__nand2b_1	24
sky130_fd_sc_hd__a211oi_1	27
sky130_fd_sc_hd__mux2i_1	75
sky130_fd_sc_hd__o211ai_1	21
sky130_fd_sc_hd__a31oi_1	23
sky130_fd_sc_hd__or2_2	10
sky130_fd_sc_hd__o221ai_1	12
sky130_fd_sc_hd__nand3_1	66
sky130_fd_sc_hd__nor2_1	163
sky130_fd_sc_hd__a21o_1	11
sky130_fd_sc_hd__a2111oi_0	16
sky130_fd_sc_hd__o21ai_0	109
sky130_fd_sc_hd__xor2_1	18
sky130_fd_sc_hd__clkbuf_1	89
sky130_fd_sc_hd__mux2_2	36
sky130_fd_sc_hd__o22ai_1	29
sky130_fd_sc_hd__nand2_1	206
sky130_fd_sc_hd__nor3_1	51
sky130_fd_sc_hd__a21oi_1	117
sky130_fd_sc_hd__buf_1	17
sky130_fd_sc_hd__mux4_2	152
sky130_fd_sc_hd__edfxtp_1	246
layer usage:
| metal | global-route usage, % | vias up | part of all wire (%) |
|---|---|---|---|
| met5 | 0.7353 | - | 0.047 |
| met4 | 14.81 | 4 | 5.2 |
| met3 | 15.58 | 243 | 13 |
| met2 | 52.16 | 1302 | 45 |
| met1 | 48.57 | 9325 | 37 |
| li1 | - | 8268 | - |
metrics by stage:
step                power, W  cells  hold slack, ps
finish              0.001801   2878           591.7
global route        0.001871   2877           605.2
CTS                 0.001795   2877           592.9
detailed placement  0.001269   2824           572.7
global placement    0.001269   2824           571.5
floorplan           0.001041   2105           496.0
worst min-delay path, cell delays in order (launching register included):
cell,delay (ps)
sky130_fd_sc_hd__edfxtp_1,360
sky130_fd_sc_hd__nand2_1,60
sky130_fd_sc_hd__o21ai_0,60
Power is estimated from default activity; no workload was simulated.
