<file path="run.sh">
#!/bin/bash
# OpenROAD 26Q1-2900-gdf79404cd8, Yosys 0.63+post, stock flow scripts
make -C /OpenROAD-flow-scripts/flow DESIGN_CONFIG=/design/flow/config.mk WORK_HOME=/design/flow/orfs finish
</file>
<file path="config.mk">
export PLATFORM = sky130hd
export DESIGN_NAME = microrom
export DESIGN_NICKNAME = microrom
export VERILOG_FILES = /design/flow/design.v
export SDC_FILE = /design/flow/constraint.sdc
export NUM_CORES = 4
export LEC_CHECK = 1
export CORE_AREA = 10 10 102 102
export DIE_AREA = 0 0 112 112
</file>
<file path="constraint.sdc">
current_design microrom

set clk_period 4.4
set clk_io_pct 0.2

create_clock -name clk0 -period $clk_period [get_ports {clk}]

set non_clock_inputs [all_inputs -no_clocks]
set_input_delay [expr $clk_period * $clk_io_pct] -clock clk0 $non_clock_inputs
set_output_delay [expr $clk_period * $clk_io_pct] -clock clk0 [all_outputs]
</file>
<file path="design.v">
module microrom(
  input clk,
  input [8:0] addr,
  output reg [26:0] data
);
localparam na    = 4'h0;
localparam sel_a = 4'h0;  
localparam sel_b = 4'h1;  
localparam coma  = 4'h2;  
localparam adc_d = 4'h3;  
localparam adec  = 4'h4;  
localparam ainc  = 4'h5;  
localparam axorb = 4'h6;  
localparam aandb = 4'h7;  
localparam asifd = 4'h8;  
localparam alsfb = 4'h9;  
localparam aplsb = 4'ha;  
localparam aplb1 = 4'hb;  
localparam amnsb = 4'hc;  
localparam amns1 = 4'he;  
localparam mask  = 4'hf;  
localparam nwr = 2'b00;  
localparam wra = 2'b01;  
localparam wrb = 2'b10;  
localparam wen = 2'b11;  
localparam inc = 4'h0;  
localparam jmp = 4'h1;  
localparam jz  = 4'h2;  
localparam jnz = 4'h3;  
localparam jc  = 4'h4;  
localparam jnc = 4'h5;  
localparam js  = 4'h6;  
localparam jns = 4'h7;  
localparam cal = 4'h8;  
localparam ret = 4'h9;  
localparam cip = 4'ha;  
localparam csd = 4'hb;  
localparam cdd = 4'hc;  
localparam next = 13'h0;  
localparam sp_r0 = 4'h0;  
localparam sp_r1 = 4'h1;  
localparam sp_r2 = 4'h2;  
localparam sp_r3 = 4'h3;  
localparam sp_r4 = 4'h4;  
localparam sp_r5 = 4'h5;  
localparam sp_sp = 4'h6;  
localparam sp_pc = 4'h7;  
localparam sp_w1 = 4'h8;  
localparam sp_sc = 4'h9;  
localparam sp_di = 4'ha;  
localparam sp_dt = 4'hb;  
localparam sp_ir = 4'hc;  
localparam sp_ab = 4'hd;  
localparam sp_s1 = 4'he;  
localparam sp_s2 = 4'hf;  
localparam ps_carry    = 2'd0;
localparam ps_overflow = 2'd1;
localparam ps_zero     = 2'd2;
localparam ps_neg      = 2'd3;
always @(posedge clk)
  case (addr)
    9'h000: data <= { sel_a, sp_pc, sp_ab, wrb, next };
    9'h001: data <= { sel_a, sp_di, sp_ir, wrb, next };
    9'h002: data <= { ainc, sp_pc, sp_pc, wrb, cip, 9'h0 };
    9'h003: data <= { na, na, na, nwr, jmp, 9'h0 };
    9'h008: data <= { na, na, na, nwr, jz, 9'h00e };
    9'h009: data <= { mask, na, sp_w1, wrb, next };
    9'h00a: data <= { aandb, sp_ir, sp_w1, wrb, next };
    9'h00b: data <= { aplsb, sp_w1, sp_w1, wrb, next };
    9'h00c: data <= { coma, sp_w1, sp_w1, wrb, next };
    9'h00d: data <= { aplb1, sp_pc, sp_w1, wra, ret, 9'h0 };
    9'h00e: data <= { na, na, na, nwr, ret, 9'h0 };
    9'h028: data <= { na, na, na, nwr, csd, 9'h0 };
    9'h029: data <= { amns1, sp_w1, na, wra, next };
    9'h02a: data <= { na, na, na, nwr, cdd, 9'h0 };
    9'h040: data <= { na, na, na, nwr, csd, 9'h0 };
    9'h041: data <= { na, na, na, nwr, cdd, 9'h0 };
    9'h042: data <= { na, na, na, nwr, ret, 9'h0 };
    9'h100: data <= { sel_a, sp_sc, sp_w1, wrb, ret, 9'h0 };
    9'h110: data <= { sel_a, sp_w1, sp_dt, wrb, ret, 9'h0 };
    9'h120: data <= { sel_a, sp_sc, sp_ab, wrb, next };
    9'h121: data <= { sel_a, sp_di, sp_w1, wrb, ret, 9'h0 };
    9'h130: data <= { sel_a, sp_dt, sp_ab, wen, ret, 9'h0 };
    9'h140: data <= { sel_a, sp_sc, sp_ab, wrb, next };
    9'h141: data <= { sel_a, sp_di, sp_w1, wrb, next };
    9'h142: data <= { ainc, sp_sc, sp_sc, wrb, ret, 9'h0 };
    9'h150: data <= { sel_a, sp_dt, sp_ab, wen, next };
    9'h151: data <= { ainc, sp_dt, sp_dt, wrb, ret, 9'h0 };
    9'h160: data <= { sel_a, sp_sc, sp_ab, wrb, next };
    9'h161: data <= { sel_a, sp_di, sp_ab, wrb, next };
    9'h162: data <= { sel_a, sp_di, sp_w1, wrb, next };
    9'h163: data <= { ainc, sp_sc, sp_sc, wrb, ret, 9'h0 };
    9'h170: data <= { sel_a, sp_dt, sp_ab, wrb, next };
    9'h171: data <= { sel_a, sp_di, sp_ab, wen, next };
    9'h172: data <= { ainc, sp_dt, sp_dt, wrb, ret, 9'h0 };
    9'h1a0: data <= { sel_a, sp_sc, sp_ab, wrb, next };
    9'h1a1: data <= { sel_a, sp_di, sp_ab, wrb, next };
    9'h1a2: data <= { sel_a, sp_di, sp_w1, wrb, next };
    9'h1a3: data <= { adec, sp_sc, sp_sc, wrb, ret, 9'h0 };
    9'h1b0: data <= { sel_a, sp_dt, sp_ab, wrb, next };
    9'h1b1: data <= { sel_a, sp_di, sp_ab, wen, next };
    9'h1b2: data <= { adec, sp_dt, sp_dt, wrb, ret, 9'h0 };
    9'h180: data <= { sel_a, sp_sc, sp_ab, wrb, next };
    9'h181: data <= { sel_a, sp_di, sp_w1, wrb, next };
    9'h182: data <= { adec, sp_sc, sp_sc, wra, ret, 9'h0 };
    9'h190: data <= { sel_a, sp_dt, sp_ab, wen, next };
    9'h191: data <= { adec, sp_dt, sp_dt, wra, ret, 9'h0 };
    9'h1ff: data <= { na, na, na, nwr, jmp, 9'h0 };
  endcase
endmodule
</file>
==> impl_metrics.ini <==
; physical design summary
[route]
antenna_left = 0
wl_mm = 5.652
drt_first_pass_iters = 4
wire_per_inst_um = 15.97
vias_per_cell = 5.220
num_vias = 1848
drc = 0
drt_iter0_markers = 199
antenna_cells = 0

[setup_path]
worstSetupEndpointType = flop
cpPeakStageDelay_ps = 790
critPathTopFamily = buffers and inverters
cp-start-kind = input port
worstPathArrival_ps = 3330
crit_type = in2reg
crit_fanout = 19
cpMaxStageDelayCell = clkdlybuf4s50_1
crit_chain = clkdlybuf4s50_1 -> buf_4 -> nor2_1 -> o21a_1 -> o21ai_0 -> nand2_1 -> nor3_1 -> nand4_1 -> buf_4
required_ps = 4390
cpMostUsedCell = buf_4
cp_num_buf_inv = 3

[logic_synthesis]
ys.flop_type = edfxtp_1
synthTopCellsByCount = 24 x nand2_1, 20 x nor2_1, 19 x edfxtp_1, 16 x o21ai_0, 15 x nand3_1
synth.distinct_cells = 64
edf_count = 19
most_common_cell = nand2_1
avgSynthCellArea_um2 = 8.217
syn-cell-area_mm2 = 0.001882
synth_warnings = 1
ys.flops = 19
synth_chip_area_mm2 = 0.001882
ys_cells = 229
ys_seq_share = 0.3032
synthTopCellsByArea = edfxtp_1 30%, buf_4 4.8%, nand2_1 4.8%
async_flop_share = 0
yosysTopAreaCell = edfxtp_1
synthCells = 229
netlist.area_leader.share = 0.3032

[run_status]
status = finished, final reports clean

[layout]
largest_reg_flops = 19
reg_top3 = data: 19 flops
areaGrowthSynthToFinish_pct = 19.48
fill_cells = 876
drive_gt1_frac = 0.1285
top_register = data

[die]
fp-utilization = 0.2290
placementRows = 33
die_y_um = 112
die_area_mm2 = 0.01254
fp.dieW_um = 112
ios = 37
core_area_mm2 = 0.008217

[sta]
worst_pin_slew_ps = 627.7
drv_slew = 0
hold_violations = 0
timing.final.crit_period_ps = 3339
tns_ps = 0
fin_worst_hold_slack_ps = 1756
max_freq_mhz = 299.5
slew_headroom = 0.5802
final-setup-viol-count = 0
rsz0062_at_grt = false
finalClockPeriodUsage = 0.7588

[cts]
clk_root_buffer_cell = clkbuf_8
hold_buffers = 0
cts_buffers = 3
clockBufferDepth = 2
cts.htree.levels = 1
cts.sinks = 19
clkTransAtPathRegs_ps = 60
cts_tree = built
post-cts-setup-buffers = 0
cts.repair.resized = 0

[place]
dp_hpwl_mm = 4.421
port_buffers = 30
gp_congestion = 0.9654

[global_routing]
antenna_found_initial = 0
grt_pass1_wl_mm = 9.142
grt_max_degree = 20
grt_usage = 0.08516
grt_overflow = 0
grt_pass1_vias = 1673

[flow_run]
warnings = 25
drv_cap = 0

[power]
p_leak_nw = 0.7422
ir_worst_vdd_v = 0.00009205
p_per_area_mw_per_mm2 = 205.4

[hold_path]
hold_class = in2reg
cell usage in the layout (no fill, tap or decap), types with 3 or more instances in the layout:
master / n
nand4_1: 7
a31oi_1: 5
nand2_1: 24
a21oi_1: 10
and3_1: 3
nand2b_1: 5
conb_1: 6
clkdlybuf4s50_1: 30
and2_1: 3
edfxtp_1: 19
o21ai_0: 16
clkbuf_8: 3
buf_4: 6
nor2_1: 20
nand3_1: 15
a211oi_1: 3
nor2b_1: 8
nor3_1: 4
o21ai_1: 3
inv_1: 3
kinds of logic (layout without fill, tap and decap cells):
| logic type | after synthesis | count (layout) | share of synthesized area |
|---|---|---|---|
| AND/OR/NAND/NOR | 116 | 116 | 0.3517 |
| AND-OR/OR-AND | 60 | 60 | 0.2141 |
| buffers and inverters | 28 | 43 | 0.09840 |
| flip-flops | 19 | 19 | 0.3032 |
| multiplexers | 3 | 3 | 0.01729 |
| XOR/XNOR | 2 | 2 | 0.01330 |
| other | 1 | 6 | 0.001993 |
final timing paths:
kind / slack [ps] / end / depth (start not counted) / startpoint
min: 1760 / data[18] / 3 / addr[3]
max: 1060 / data[21] / 9 / addr[0]
routing by layer:
metal,global-route usage,vias up,wire [um]
li1,-,885,-
met1,0.1283,837,2616
met2,0.1154,108,2331
met3,0.02226,18,532
met4,0.02623,0,171
met5,0,-,0
power by group:
group / internal [W] / switching, W
Combinational: 0.0000590 / 0.0000702
Sequential: 0.000214 / 0.00000408
Clock: 0.0000641 / 0.0000501
Total: 0.000337 / 0.000124
cell type report:
| type | instances | area (um^2) | share of cell area |
|---|---|---|---|
| Clock buffer | 4 | 45.04 | 0.02003 |
| Multi-Input combinational cell | 187 | 1145 | 0.5092 |
| Timing Repair Buffer | 36 | 345.3 | 0.1536 |
| Sequential cell | 19 | 570.5 | 0.2538 |
| Inverter | 3 | 11.26 | 0.005008 |
| Tap cell | 105 | 131.4 | 0.05843 |
through the flow:
step                      cell area [um^2]    util  setup slack [ps]  instances  total power, W
final                                 2248  0.2736              1061        354       0.0004618
after global routing                  2248  0.2736             996.7        354       0.0004857
after CTS                             2248  0.2736              1151        354       0.0004632
after detailed placement              2203  0.2682             900.4        350       0.0003509
after global placement                2203  0.2682             785.3        350       0.0003538
after floorplan                       1901       -              1432        234       0.0002994
Power and IR drop assume default switching activity.
